$ cat flow/run.sh
#!/bin/bash
# OpenROAD 26Q1-2900-gdf79404cd8, Yosys 0.63+post, stock flow scripts
make -C /OpenROAD-flow-scripts/flow DESIGN_CONFIG=/design/flow/config.mk WORK_HOME=/design/flow/orfs finish
$ cat flow/config.mk
export PLATFORM = sky130hd
export DESIGN_NAME = pipelinediv
export DESIGN_NICKNAME = pipelinediv
export VERILOG_FILES = /design/flow/design.v
export SDC_FILE = /design/flow/constraint.sdc
export NUM_CORES = 4
export LEC_CHECK = 1
export CORE_UTILIZATION = 40
$ cat flow/constraint.sdc
current_design pipelinediv

set clk_period 16.0
set clk_io_pct 0.2

create_clock -name clk0 -period $clk_period [get_ports {clock}]

set non_clock_inputs [all_inputs -no_clocks]
set_input_delay [expr $clk_period * $clk_io_pct] -clock clk0 $non_clock_inputs
set_output_delay [expr $clk_period * $clk_io_pct] -clock clk0 [all_outputs]
$ cat flow/design.v
package mips;
  typedef union packed{
    struct packed {
      bit [31:26]opcode; 
      bit [25:21]rs; 
      bit [20:16]rt; 
      bit [15:11]rd; 
      bit [10:6]shift; 
      bit [5:0]func; 
    }r;
    struct packed {
      bit[31:26]opcode; 
      bit [25:21]rs; 
      bit [20:16]rt; 
      bit [15:0]imm; 
    }i;
    struct packed {
      bit [31:26]opcode;
      bit [25:0]address;
    }j;
  }mipsinst;
endpackage
package tcp;
  typedef  struct packed {
    bit [15:0] sourceport;
    bit [15:0] destport;
    bit [31:0] seqport;
    bit [31:0] acknum;
    bit [3:0] offset;
    bit [2:0] reserved;
    bit ns, cwr,ece,urg,ack,psh,rst,syn,fin;
    bit [15:0] windowsize;
    bit [15:0] checksum;
    bit [15:0] urgptr;
    bit [319:0] option;
  }tcpheader;
endpackage
module pipelinediv #(parameter DIVIDENDLEN =16, parameter DIVISORLEN=8)(clock,dividend,divisor,quotient,remainder);
localparam DATAPATHLEN = DIVIDENDLEN + DIVISORLEN -1;
input clock;
input [DIVIDENDLEN-1:0]dividend;
input [DIVISORLEN-1:0]divisor;
output [DIVIDENDLEN-1:0]quotient;
output [DIVISORLEN-1:0]remainder;
wire[DIVIDENDLEN-1:0]w1[DIVIDENDLEN];   
wire[DATAPATHLEN-1:0]w2[DIVIDENDLEN];     
wire[DIVISORLEN-1:0]w3[DIVIDENDLEN];      
bit [DIVISORLEN+DATAPATHLEN+DIVIDENDLEN-1:0]register[DIVIDENDLEN+1]; 
bit [DIVIDENDLEN-1:0]q='0;
genvar i;
generate
	for (i=0;i<=(DIVIDENDLEN)-1;i++)
	begin:divider
		dividerslice #(((DIVIDENDLEN-1)-i),DIVIDENDLEN,DIVISORLEN) d(register[i][DATAPATHLEN+DIVISORLEN-1:DIVISORLEN],register[i][DIVISORLEN-1:0],register[i][DIVISORLEN+DATAPATHLEN+DIVIDENDLEN-1:DATAPATHLEN+DIVISORLEN],w1[i],w2[i],w3[i]);
	end
endgenerate
always_ff @(posedge clock)
begin
	for(int j=0;j<=(DIVIDENDLEN);j=j+1)
	begin
		if(j==0)
			register[j]<={q,dividend,divisor};		
		else
            		register[j]<={w1[j-1],w2[j-1],w3[j-1]};
	end
end
assign quotient=register [DIVIDENDLEN] [DIVIDENDLEN+DIVISORLEN+DATAPATHLEN-1 : DIVISORLEN+DATAPATHLEN];
assign remainder= register[DIVIDENDLEN][DIVISORLEN+DATAPATHLEN-1:DIVISORLEN];								       
endmodule
module dividerslice #(parameter SHIFT=5 ,parameter DIVIDENDLEN=16, parameter DIVISORLEN = 8)(din,divin,qin,qout,dout,divout);
localparam DATAPATHLEN = DIVIDENDLEN + DIVISORLEN -1;
input[DATAPATHLEN-1:0]din;
input[DIVISORLEN-1:0]divin;
input[DIVIDENDLEN-1:0]qin;
output bit [DIVIDENDLEN-1:0] qout;
output [DATAPATHLEN-1:0] dout;
output[DIVISORLEN-1:0] divout;
wire [DATAPATHLEN-1:0] w1;
wire [DATAPATHLEN-1:0] w2;
wire [DATAPATHLEN-1:0] w3;
nbitshifter #(SHIFT ,DIVISORLEN,DATAPATHLEN) s0(divin,w1);
twoscomplement#(DATAPATHLEN) t0(w1,w2);
nbitfulladder #(DATAPATHLEN) a0(din,w2,w3,qout[SHIFT]);
mux2_1 #(DATAPATHLEN) m0(din,w3,qout[SHIFT],dout);
always_comb
	begin
      		if(SHIFT!=DIVIDENDLEN-1)
          		begin
				qout[DIVIDENDLEN-1:SHIFT+1]= qin[DIVIDENDLEN-1:SHIFT+1];
			end
    	end
assign divout = divin;
endmodule
module fulladder (a,b, cin, s, cout);
input bit a, b, cin;
output bit s, cout;
always_comb
begin
	s=a^b^cin;
	cout=(a&b)|((a^b)&cin);
end
endmodule
module mux2_1 #(parameter N=8)(input bit [N-1:0] in_0, input bit [N-1:0] in_1, input bit sel, output bit [N-1:0] out);
assign out = sel?in_1:in_0;
endmodule
module nbitfulladder #(parameter N= 8) (a,b, s, cout);
input bit [N-1:0] a,b;
output bit  [N-1:0] s;
output bit cout;
wire [N-1:0] w;
genvar i;
generate
	for(i=0;i<N;i++)
	begin:adder
		if(i==0)
			fulladder m( a[i],b[i],1'b0, s[i],w[i]);
		else if(i==N-1)
			fulladder m(a[i],b[i],w[i-1],s[i], cout);
		else
			fulladder m(a[i],b[i],w[i-1],s[i],w[i]);
	end
endgenerate
endmodule
module nbitshifter #(parameter BITSHIFT = 15, parameter BITIN =8 , parameter BITOUT=23) (input bit [BITIN-1:0]in, output bit [BITOUT-1:0]out);
assign out = in<<BITSHIFT;
endmodule
module twoscomplement #(parameter N =8)(input bit [N-1:0]in,output bit [N-1:0]out);
assign out = (~(in))+1;
endmodule
==> Changelog: implementation <==
### Physical design

* Status: finished, final reports clean
* Fmax at 98.4 MHz
* Number of logged tool warnings at 25
* Overflow after GRT at 0
* Iteration tally of the first detailed-router pass at 4
* Worst setup path class: reg -> reg
* Top_reg_cell synth: dfxtp_1
* Core Area at 56700 µm²
* Final setup fails at 0
* Final Hold Fails at 0
* Crit share post-route at 63.5%
* # Cells Yosys at 1891
* Initial antenna violation count at 0
* Total track usage at 12.8%
* Final Max-Slew Violation Tally at 0
* Die area at 58600 µm²
* Post-CTS Setup Inserts at 0
* Layout cells sized above 1 at 6.87%
* Pin count of the biggest net entering global routing at 40
* Max FFs per register at 633
* ANT cells at 0
* Arrival time worst endpoint at 10.68 ns
* Synth warnings at roughly 140
* GPL Wtd Cong at 0.843
* Worst slew margin at 41.2%
* First-pass GRT wire length at 59.0 mm
* CTS buffer count at 69
* Cts hold-fix bufs at 0
* # DRC at 0
* # rows at about 87
* CTS root buffer: clkbuf_16
* Top-count cell post-synth: dfxtp_1
* Clock skew at 0.0177 ns
* Vias at 11.9k
* Sequential element share of the synthesized area at between 50% and 60%
* CTS tree: yes
* Post-DRT Antenna Nets at 0
* Hpwl dp at 25.0 mm
* Period minus WS final at 10.17 ns
* Leak at around 12 nW
* CP endpoint kind: flip-flop
* Critical path peak fanout at 16
* Post-route setup TNS at 0 ns
* DR vias/cell at 4.28
* CP Data Required Time at between 15 and 20 ns
* Area Growth Syn to Fin at 15.0%
* Top cell area share at between 50% and 60%
* Commonest cells post-synth: dfxtp_1, inv_1, fa_1, nand2_1, o21ai_0
* Synth cell types at 38
* Die Y at 242 µm
* Synth area leader: dfxtp_1
* Clock Path Buffers at 3
* CTS resizes at 0
* I/O Pins at slightly below 50
* Clock slew at reported path FFs at 0.06 ns
* Max-cap viol count at 0
* CP peak stage delay at 0.61 ns
* Clock latency (worst-skew pair) at 0.60 ns
* Pwr per Cell Area at 167 nW/µm²
* Worst Setup Slack, final at approximately 6 ns
* DP Area at 24400 µm²
* Starting DRT DRC Count at ~380
* Starting density of the core at 40.7%
* Worst Hold Class: reg -> reg
* Regs by FF count: register (633)
* H-tree depth at 3
* Fraction of registers with async set or reset after synthesis at 0%
* Critical path's most frequent cell: fa_1
* Chip area in the Yosys report at 23100 µm²
* Logic area at slightly above 9000 µm²
* Setup WS pre-CTS at 5.90 ns
* Design area at 26500 µm²
* Post-Route WL at 33.8 mm
* Top reg by flops: register
* RSZ-0062 raised after global routing: no
* Syn avg cell area at 12.2 µm²
* Fillers at 4952
* Slowest CP cell: fa_1
* Mapped cell area at 23100 µm²
* Post-synth EDFFs at 0
* WL per Instance at 12.1 µm
* Slew @ Worst Pin at 0.874 ns
* Vias in the first global route at 12.6k
* Flops out of synthesis at 633
* Die width at 242 µm
* Peak supply drop at approximately 0.000090 V
* Reg area at roughly 13000 µm²
* Post-synth area hogs: dfxtp_1, fa_1, inv_1
* Clock sink total at 633
* Port buffer count at 48
* Mapped Cells at 1891
* CP Launch Type: flip-flop
## layout make-up
type	instances	area share (%)
clock buffer	96	7.15
clock inverter	21	0.934
inverter	290	4.10
tap	756	3.56
timing repair buffer	53	1.95
sequential	633	47.8
multi-input combinational	930	34.5
## power breakdown
group / switching (W) / total (W) / internal, W
Sequential: 0.000146 / 0.00207 / 0.00193
Combinational: 0.000472 / 0.000886 / 0.000414
Clock: 0.000607 / 0.00148 / 0.000869
## worst max-delay path: cells and delay by family (launching register included)
family	cells	cell delay, ns
buf+inv	3	0.55
mux	1	0.23
flops	1	0.49
fa+ha+maj	22	8.80
## placed cells by master (no fill, tap or decap), drive strengths merged, types with 3 or more instances in the layout
cell           Yosys  final
a21oi              3      3
and2              19     19
and3               9      9
buf                5      5
clkbuf            33     96
clkdlybuf4s50      0     48
clkinv             2     15
dfxtp            633    633
fa               210    210
ha                62     62
inv              288    293
mux2              29     29
mux2i             79     79
nand2            148    148
nand2b             3      3
nor2              48     48
nor3              29     29
nor3b              7      7
nor4              36     36
nor4b              5      5
o21ai            122    122
or3               11     11
or4               12     12
xnor2             29     29
xor2              59     59
## kinds of logic after synthesis
family,count (synthesis),synth area share (%)
flip-flops,633,54.9
AND/OR/NAND/NOR,331,6.93
buffers and inverters,328,5.35
adder cells (fa/ha/maj),272,21.6
AND-OR/OR-AND,131,3.00
multiplexers,108,4.86
XOR/XNOR,88,3.34
## metrics by stage
step                      instances  total power (W)  util [%]  hold WS [ns]
after global routing           2779          0.00479      46.8         0.324
after global placement         2662          0.00300      43.0         0.310
after floorplan                1891          0.00276         -         0.310
after detailed placement       2662          0.00302      43.0         0.312
after CTS                      2779          0.00452      46.8         0.312
final                          2779          0.00443      46.8         0.320
## worst paths after layout
check / start / end / slack, ns / cells past startpoint
max: register[14][0] / register[15][29] / 5.83 / 26
min: register[9][8] / register[10][8] / 0.32 / 0
max reg2reg: register[14][0] / register[15][29] / 5.83 / 26
min reg2reg: register[9][8] / register[10][8] / 0.32 / 0
## per-layer routing
metal | vias to the layer above | wire length [µm] | share of wire, % | track usage (%)
met4 | 0 | 902 | 2.7 | 3.18
met2 | 124 | 17600 | 52 | 22.2
met3 | 64 | 1160 | 3.4 | 2.40
li1 | 6094 | - | - | -
met5 | - | 0 | 0 | 0
met1 | 5625 | 14100 | 42 | 17.0
No activity file was given, so power comes from the tool's default toggle rates.
